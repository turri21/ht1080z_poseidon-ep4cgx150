`flow/config.mk`:
```
export PLATFORM = sky130hd
export DESIGN_NAME = sdram
export DESIGN_NICKNAME = sdram
export VERILOG_FILES = /design/flow/design.v
export SDC_FILE = /design/flow/constraint.sdc
export NUM_CORES = 4
export LEC_CHECK = 1
export CORE_UTILIZATION = 30
```
`flow/constraint.sdc`:
```
current_design sdram

set clk_period 6.1
set clk_io_pct 0.2

create_clock -name clk0 -period $clk_period [get_ports {clk}]

set non_clock_inputs [all_inputs -no_clocks]
set_input_delay [expr $clk_period * $clk_io_pct] -clock clk0 $non_clock_inputs
set_output_delay [expr $clk_period * $clk_io_pct] -clock clk0 [all_outputs]
```
`flow/design.v`:
```
module sdram (
	inout reg [15:0]    sd_data,     
	output reg [12:0]   sd_addr,     
	output reg [1:0]    sd_dqm,      
	output reg [1:0]    sd_ba,       
	output              sd_cs,       
	output              sd_we,       
	output              sd_ras,      
	output              sd_cas,      
	input               init,			 
	input               clk,			 
	input [7:0]         din,			 
	output reg [7:0]    dout,        
	input [24:0]        addr,        
	input               oe,          
	input               we           
);
localparam RASCAS_DELAY   = 3'd2;    
localparam BURST_LENGTH   = 3'b000;  
localparam ACCESS_TYPE    = 1'b0;    
localparam CAS_LATENCY    = 3'd2;    
localparam OP_MODE        = 2'b00;   
localparam NO_WRITE_BURST = 1'b1;    
localparam MODE = { 3'b000, NO_WRITE_BURST, OP_MODE, CAS_LATENCY, ACCESS_TYPE, BURST_LENGTH}; 
localparam STATE_IDLE      = 3'd0;    
localparam STATE_CMD_CONT  = STATE_IDLE + RASCAS_DELAY;  
localparam STATE_CMD_READ  = STATE_CMD_CONT + CAS_LATENCY + 1'd1;  
localparam STATE_LAST      = 3'd5;    
reg [2:0] q;
always @(posedge clk) begin
	q <= q + 1'd1;
	if (q == STATE_LAST) q <= 0;
end
reg [4:0] reset;
always @(posedge clk, posedge init) begin
	if(init)	reset <= 5'h1f;
	else if((q == STATE_LAST) && (reset != 0))
		reset <= reset - 5'd1;
end
localparam CMD_INHIBIT         = 4'b1111;
localparam CMD_NOP             = 4'b0111;
localparam CMD_ACTIVE          = 4'b0011;
localparam CMD_READ            = 4'b0101;
localparam CMD_WRITE           = 4'b0100;
localparam CMD_BURST_TERMINATE = 4'b0110;
localparam CMD_PRECHARGE       = 4'b0010;
localparam CMD_AUTO_REFRESH    = 4'b0001;
localparam CMD_LOAD_MODE       = 4'b0000;
reg [3:0] sd_cmd;    
assign sd_cs  = sd_cmd[3];
assign sd_ras = sd_cmd[2];
assign sd_cas = sd_cmd[1];
assign sd_we  = sd_cmd[0];
wire [12:0] reset_addr = (reset == 13)?13'b0010000000000:MODE;
reg oe_latch, we_latch;
reg oe_old, we_old;
wire oe_next = ~oe_old & oe;
wire we_next = ~we_old & we;
always @(posedge clk) begin
	sd_cmd <= CMD_INHIBIT;
	sd_data <= 16'bZZZZZZZZZZZZZZZZ;
	if(reset != 0) begin
		{oe_latch, we_latch} <= 0;
		sd_dqm <= 2'b11;
		sd_addr <= reset_addr;
		if(q == STATE_IDLE) begin
			if(reset == 13)  sd_cmd <= CMD_PRECHARGE;
			if(reset ==  2)  sd_cmd <= CMD_LOAD_MODE;
		end
	end else begin
		sd_dqm <= 2'b00;
		if(q == STATE_IDLE) begin
			oe_old <= oe;
			we_old <= we;
			{oe_latch, we_latch} <= {oe_next, we_next};
			if(we_next || oe_next) begin
				sd_cmd <= CMD_ACTIVE;
				sd_addr <= addr[21:9];
				sd_ba <= addr[23:22];
			end
			else sd_cmd <= CMD_AUTO_REFRESH;
		end else if(q == STATE_CMD_CONT) begin
			if(we_latch || oe_latch) sd_addr <= { 4'b0010, addr[8:0]};
			if(we_latch) begin
				sd_cmd <= CMD_WRITE;
				sd_data <= {din, din};
			end
			else if(oe_latch) sd_cmd <= CMD_READ;
		end else if(q == STATE_CMD_READ) begin
			if(oe_latch) dout <= sd_data[7:0];
		end
	end
end
endmodule
```
`flow/run.sh`:
```
#!/bin/bash
# OpenROAD 26Q1-2900-gdf79404cd8, Yosys 0.63+post, stock flow scripts
make -C /OpenROAD-flow-scripts/flow DESIGN_CONFIG=/design/flow/config.mk WORK_HOME=/design/flow/orfs finish
```
==> tab_implementation.tex <==
% Yosys + OpenROAD metrics
\begin{tabular}{lr}
\hline
Metric & Value \\
\hline
\multicolumn{2}{l}{\textbf{Logic synthesis}} \\
\quad Synth Instances & $\sim$140 \\
\quad Synth Warn \# & 2 \\
\quad Async S/R FF share, synth & 10.4\% \\
\quad Average cell area after synthesis & about 13 um\^{}2 \\
\quad Flip-flop and latch count after synthesis & between 40 and 50 \\
\quad Number of library cell types mapped by synthesis & 32 \\
\quad Post-synth top flop & sky130\_fd\_sc\_hd\_\_edfxtp\_1 \\
\quad Number of synthesized flops with an enable pin & 25 \\
\quad Cells in synth\_stat.txt & between 100 and 150 \\
\quad Post-synthesis chip area from yosys & roughly 1900 um\^{}2 \\
\quad Cell Area, Synth & 1900 um\^{}2 \\
\quad Part of the Yosys area used for sequential elements & around two thirds \\
\multicolumn{2}{l}{\textbf{Finish}} \\
\quad Cell area after layout & about 2700 um\^{}2 \\
\quad Final cell utilization of the core & 44.2\% \\
\quad Top cell excl fill/tap & sky130\_fd\_sc\_hd\_\_clkdlybuf4s50\_1 \\
\quad Most frequently placed logic cells in the final layout & sky130\_fd\_sc\_hd\_\_clkdlybuf4s50\_1 (64), sky130\_fd\_sc\_hd\_\_edfxtp\_1 (25), sky130\_fd\_sc\_hd\_\_dfxtp\_1 (18) \\
\quad Signed area change from the synthesized netlist to the final layout & 39.9\% \\
\quad Finished Layout Cells & between 200 and 300 \\
\quad Fraction of layout cells with a size suffix above 1 & 10.3\% \\
\multicolumn{2}{l}{\textbf{Floorplanning}} \\
\quad Starting Density & a little under a third \\
\quad Die Outline Area & 6670 um\^{}2 \\
\quad Die x size & 81.7 um \\
\quad IO Pins & 82 \\
\quad Row count & 28 \\
\quad Vertical extent of the die & $\sim$82 um \\
\quad Core outline area & approximately 6000 um\^{}2 \\
\multicolumn{2}{l}{\textbf{Routing}} \\
\quad Number of diodes added for antenna fixing & 0 \\
\quad Via density per instance & approximately 4.4 \\
\quad Number of design-rule violations left by the first detailed-router iteration & 29 \\
\quad Number of nets with antenna violations after routing & 0 \\
\quad 1st-pass router iterations & 4 \\
\quad Routed wire length & approximately 3.3 mm \\
\quad Routed vias & between 1,000 and 1,500 \\
\quad Final routed DRC violation total & 0 \\
\quad DR WL/cell & between 10 and 15 um \\
\multicolumn{2}{l}{\textbf{Clock tree}} \\
\quad CTS hold repair buffers & 0 \\
\quad TritonCTS clock tree & built \\
\quad CTS clk-pin slew, worst paths & roughly 0.090 ns \\
\quad Clock sink count & between 40 and 50 \\
\quad Total of cells resized after clock tree synthesis & 0 \\
\quad CTS buffer count & 5 \\
\quad Insertion delay of the later-clocked pin in the worst-skew pair & around 0.30 ns \\
\quad Library cell used as clock root buffer & sky130\_fd\_sc\_hd\_\_clkbuf\_8 \\
\quad Maximum level of the CTS H-tree & 2 \\
\quad Max clock buf depth & 2 \\
\quad Buffer count from post-CTS setup fixing & 0 \\
\multicolumn{2}{l}{\textbf{Setup path}} \\
\quad Maximum fanout along the worst path & 2 \\
\quad Worst path required time & between 4 and 5 ns \\
\quad Critical setup path kind & primary input to output port \\
\quad Depth of the critical timing path with buffers and inverters included & 0 \\
\quad Kind of start point of the critical path & primary input \\
\quad Count of cells along the worst register-to-register path & 4 \\
\quad Arrival time of data at the critical path endpoint & between 1 and 1.5 ns \\
\quad Endpoint type of the worst setup path & output port \\
\multicolumn{2}{l}{\textbf{Placement}} \\
\quad Instance area after placement & roughly 2600 um\^{}2 \\
\quad Port Buffers & 64 \\
\quad Setup WS pre-CTS & between 3 and 4 ns \\
\quad Placed cell count & around 270 \\
\quad Post-detail-place hpwl & around 2.4 mm \\
\quad Last weighted congestion value of the routability-driven placer & 0.727 \\
\multicolumn{2}{l}{\textbf{Global routing}} \\
\quad GRT Residual Overflow & 0 \\
\quad First-pass GRT wire length & 5.11 mm \\
\quad Pin count of the biggest net entering global routing & 16 \\
\quad Overall track demand over capacity in global routing & 10.3\% \\
\quad Via count of the first global-routing pass & $\sim$1,100 \\
\quad Antenna violations before repair & 0 \\
\multicolumn{2}{l}{\textbf{Flow run}} \\
\quad Tool Warnings & 80 \\
\quad Max\_cap viols & 0 \\
\multicolumn{2}{l}{\textbf{STA}} \\
\quad Worst rel slew slack & between 50\% and 60\% \\
\quad Hold violation total from the final report & 0 \\
\quad Final Cycle Share & roughly two fifths \\
\quad Unrepaired setup endpoints after global routing & no \\
\quad Total count of max-transition violations in the final report & 0 \\
\quad Maximum clock frequency & 410 MHz \\
\quad Post-route minimum period & $\sim$2.4 ns \\
\quad Worst hold margin & between 0.4 and 0.5 ns \\
\quad Slew at the pin closest to its max-slew limit & 0.685 ns \\
\quad Total negative slack & 0 ns \\
\quad Final Skew & 0.00650 ns \\
\quad Number of setup violations in the final report & 0 \\
\quad Worst Slack Setup Final & $\sim$3.7 ns \\
\multicolumn{2}{l}{\textbf{Worst hold path}} \\
\quad Number of cells on the worst hold path & 0 \\
\quad Class of the worst hold path & flip-flop to flip-flop \\
\multicolumn{2}{l}{\textbf{Pwr}} \\
\quad Switching Fraction & a little under a fifth \\
\quad Worst supply voltage drop on vdd & around 0.17 mV \\
\quad Sum of internal, switching and leakage power & between 0.5 and 0.6 mW \\
\quad Cell internal pwr & $\sim$0.48 mW \\
\quad Static Leak & around 1.0 nW \\
\quad Sequential share of power & just under 60\% \\
\quad Clock share of power & a little under two fifths \\
\quad Power density cells & between 200 and 250 nW/um\^{}2 \\
\quad Switching component of the power & 0.108 mW \\
\quad Gate power share & under 10\% \\
\multicolumn{2}{l}{\textbf{Outcome}} \\
\quad Run status & finished, final reports clean \\
\hline
\end{tabular}
==> per-layer routing <==
layer	routed length, um	up-vias	track usage [%]	part of all wire, %
li1	-	613	-	-
met1	1330	567	14.6	41
met2	1630	34	16.8	50
met3	258	5	3.04	7.9
met4	48	0	1.40	1.5
met5	0	-	0	0
==> final timing paths <==
check | startpoint | to | slack (ns)
worst max-delay path | sd_data[4] | sd_data[12] | 3.66
worst min-delay path | sd_data[14] | dout[6] | 0.41
worst max register to register | reset[0] | dout[2] | 3.83
worst min register to register | sd_data[14] | dout[6] | 0.41
max in group asynchronous | init | reset[4] | 4.75
min in group asynchronous | init | reset[1] | 1.33
==> final cells by class <==
| class | count | area (um^2) |
|---|---|---|
| clock buffer | 5 | 68.8 |
| clock inverter | 3 | 42.5 |
| fill | 557 | 3360 |
| inverter | 7 | 26.3 |
| multi-input combinational | 74 | 536 |
| sequential | 48 | 1240 |
| tap | 75 | 93.8 |
| timing repair buffer | 66 | 656 |
==> sequential cells by signal (all words and copies together), names as in the netlist <==
register  cells
sd_addr      13
dout          8
sd_data       8
reset         5
sd_cmd        4
q             3
sd_ba         2
oe_latch      1
oe_old        1
sd_dqm        1
we_latch      1
we_old        1
==> synth_stat cells, types with 2 or more instances <==
library cell / instances / area (um^2)
sky130_fd_sc_hd__buf_4: 9 / 67.6
sky130_fd_sc_hd__a21oi_1: 6 / 30.0
sky130_fd_sc_hd__nor2_1: 10 / 37.5
sky130_fd_sc_hd__dfxtp_1: 18 / 360
sky130_fd_sc_hd__dfstp_2: 5 / 131
sky130_fd_sc_hd__o21a_1: 2 / 15.0
sky130_fd_sc_hd__xnor2_1: 4 / 35.0
sky130_fd_sc_hd__o21ai_0: 3 / 15.0
sky130_fd_sc_hd__ha_1: 8 / 100
sky130_fd_sc_hd__nand3_1: 3 / 15.0
sky130_fd_sc_hd__nand2_1: 8 / 30.0
sky130_fd_sc_hd__a22oi_1: 2 / 15.0
sky130_fd_sc_hd__mux2i_1: 2 / 20.0
sky130_fd_sc_hd__nor2b_1: 4 / 25.0
sky130_fd_sc_hd__buf_2: 2 / 10.0
sky130_fd_sc_hd__edfxtp_1: 25 / 751
sky130_fd_sc_hd__a22o_1: 8 / 70.1
sky130_fd_sc_hd__inv_1: 6 / 22.5
sky130_fd_sc_hd__nor3_1: 2 / 10.0
sky130_fd_sc_hd__and2_1: 2 / 12.5
sky130_fd_sc_hd__buf_6: 2 / 22.5
==> power by group through the flow <==
stage	Sequential, mW	Combinational (mW)	Clock [mW]
6_report	0.342	0.0266	0.223
4_1_cts	0.343	0.0270	0.233
5_1_grt	0.343	0.0287	0.245
==> cell families (layout without fill, tap and decap cells) <==
group                    Yosys count  count (layout)  share of synthesized area (%)
adder cells (fa/ha/maj)            8               8                           5.26
multiplexers                       3               3                           1.64
flip-flops                        48              48                           65.2
XOR/XNOR                           4               4                           1.84
buffers and inverters             20              81                           6.64
AND-OR/OR-AND                     23              23                           8.41
AND/OR/NAND/NOR                   36              36                           11.0
No activity file was given, so power comes from the tool's default toggle rates.
